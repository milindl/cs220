===== ./config.mk =====
export PLATFORM = sky130hd
export DESIGN_NAME = alu4_wrapper
export DESIGN_NICKNAME = alu4_wrapper
export VERILOG_FILES = /design/flow/design.v
export SDC_FILE = /design/flow/constraint.sdc
export NUM_CORES = 4
export LEC_CHECK = 1
export CORE_UTILIZATION = 30

===== ./constraint.sdc =====
current_design alu4_wrapper

set clk_period 3.7
set clk_io_pct 0.2

create_clock -name clk0 -period $clk_period [get_ports {clk}]

set non_clock_inputs [all_inputs -no_clocks]
set_input_delay [expr $clk_period * $clk_io_pct] -clock clk0 $non_clock_inputs
set_output_delay [expr $clk_period * $clk_io_pct] -clock clk0 [all_outputs]

===== ./design.v =====
`timescale 1ns / 1ps
module alu4 (
	    input wire [1:0]  ALUctl,
	    input wire [3:0]  A,B,
	    output wire [3:0] ALUOut,
	    output wire       ZF,
	    output wire       CF,
	    output 	      SF
);
   reg [4:0] 		      actualOut;
   assign ALUOut = actualOut;
   assign ZF = ($signed(actualOut)==0);
   assign CF = ($signed(actualOut) > 7 || $signed(actualOut) < -8);
   assign SF = ($signed(actualOut) < 0);
   always @(ALUctl, A, B)  
     case (ALUctl)
       0: actualOut <= A & B;
       1: actualOut <= A | B;
       2: actualOut <= $signed(A) + $signed(B);
       3: actualOut <= $signed(A) - $signed(B);
       default: actualOut <= 0;
     endcase
endmodule
`timescale 1ns/10ps
module alu4_wrapper (
		     output reg        sf_e, e, rs, rw, d, c, b, a,
		     input 	       pb1, pb2, pb3, clk,
		     input wire [3:0]  sw,
		     output wire       carry_led, sign_led, zero_led,
		     output wire [3:0] result
		     );
   reg [26:0] 			       count;
   reg [5:0] 			       code;
   reg 				       refresh;
   wire [3:0] 			       out;
   wire 			       carry, sign, zero;
   assign result = out;
   assign carry_led = carry;
   assign sign_led = sign;
   assign zero_led = zero;
   reg [3:0] 			       A = 4'b0000;
   reg [3:0] 			       B = 4'b0000;
   reg [1:0] 			       C = 2'b00;
   alu4 a_unit(C, A, B, out, zero, carry, sign);
   always@(posedge clk) begin
      if (pb1 == 1)
	A = sw;
      if (pb2 == 1)
	B = sw;
      if (pb3 == 1)
	C = sw[1:0];
      count <= count + 1;
      case (count [26:21])  
	0: code <= 6'h03;  
	1: code <= 6'h03;  
	2: code <= 6'h03;  
	3: code <= 6'h02;  
	4: code <= 6'h02;  
	5: code <= 6'h08;  
	6: code <= 6'h00;  
	7: code <= 6'h06;  
	8: code <= 6'h00;  
	9: code <= 6'h0C;  
	10: code <= 6'h00;  
	11: code <= 6'h01;  
	12:
	  begin
		if (C == 2'b10 || C == 2'b11)
		begin
	     case (result[2:0])
	       0: code <= 6'b100011;
	       1: code <= 6'b100011;
	       2: code <= 6'b100011;
               3: code <= 6'b100011;
               4: code <= 6'b100011;
               5: code <= 6'b100011;
               6: code <= 6'b100011;
               7: code <= 6'b100011;
               8: code <= 6'b100011;
               9: code <= 6'b100011;
               10:code <= 6'b100100;
               11:code <= 6'b100100;
               12:code <= 6'b100100;
               13:code <= 6'b100100;
               14:code <= 6'b100100;
               default: code <= 6'b100100;
	     endcase
		end
		else
		begin
	     case (result)
	       0: code <= 6'b100011;
	       1: code <= 6'b100011;
	       2: code <= 6'b100011;
               3: code <= 6'b100011;
               4: code <= 6'b100011;
               5: code <= 6'b100011;
               6: code <= 6'b100011;
               7: code <= 6'b100011;
               8: code <= 6'b100011;
               9: code <= 6'b100011;
               10:code <= 6'b100100;
               11:code <= 6'b100100;
               12:code <= 6'b100100;
               13:code <= 6'b100100;
               14:code <= 6'b100100;
               default: code <= 6'b100100;
	     endcase
		end
	  end
	13:
	  begin
	   if (C == 2'b10 || C == 2'b11)
		begin
	     case (result[2:0])
	       0: code <= 6'b100000;
	       1: code <= 6'b100001;
	       2: code <= 6'b100010;
	       3: code <= 6'b100011;
	       4: code <= 6'b100100;
	       5: code <= 6'b100101;
	       6: code <= 6'b100110;
	       7: code <= 6'b100111;
	       8: code <= 6'b101000;
	       9: code <= 6'b101001;
	       10:code <= 6'b100001;
	       11:code <= 6'b100010;
	       12:code <= 6'b100011;
	       13:code <= 6'b100100;
	       14:code <= 6'b100101;
	       default: code <= 6'b100110;
	     endcase
		end
		else
		begin
	     case (result)
	       0: code <= 6'b100000;
	       1: code <= 6'b100001;
	       2: code <= 6'b100010;
	       3: code <= 6'b100011;
	       4: code <= 6'b100100;
	       5: code <= 6'b100101;
	       6: code <= 6'b100110;
	       7: code <= 6'b100111;
	       8: code <= 6'b101000;
	       9: code <= 6'b101001;
	       10:code <= 6'b100001;
	       11:code <= 6'b100010;
	       12:code <= 6'b100011;
	       13:code <= 6'b100100;
	       14:code <= 6'b100101;
	       default: code <= 6'b100110;
	     endcase
		end
	  end
	14: code <= 6'h21;  
	default: code <= 6'h10;  
      endcase
      refresh <= count[ 20 ];  
      sf_e <= 1; e <= refresh;
      rs <= code[5]; rw <= code[4];
      d <= code[3]; c <= code[2];
      b <= code[1]; a <= code[0];
   end  
endmodule

===== ./run.sh =====
#!/bin/bash
# OpenROAD 26Q1-2900-gdf79404cd8, Yosys 0.63+post, stock flow scripts
make -C /OpenROAD-flow-scripts/flow DESIGN_CONFIG=/design/flow/config.mk WORK_HOME=/design/flow/orfs finish

==> impl_metrics.json <==
{
  "first_pass_grt_wire_length_mm": 5.88,
  "dr_vias_cell": 4.32,
  "placed_cell_area_um2": 2610,
  "floorplan.die.width_um": 89.6,
  "irDropWorstVdd_uv": 171,
  "top_level_port_count": 23,
  "gp_routability_congestion": 0.851,
  "synth_simple_gate_area_share_pct": 19.7,
  "criticalPathCategory": "reg2out",
  "worstPathRequired_ps": 2960,
  "worst-slew-pin-transition_ps": 585,
  "fmaxAchievable_mhz": 282,
  "top_logic_kind": "simple AND/OR/NAND/NOR gates",
  "fin_ws_ps": 155,
  "detail_route.first_pass.iterations": 4,
  "worst_setup_path_end_kind": "primary output",
  "fp-row-count": 31,
  "place.port_buffers": 21,
  "enable_flop_cells": 9,
  "ys_cells": 227,
  "postSynth.asyncResetShare_pct": 0,
  "first_global_vias": 1336,
  "leakage_uw": 0.00106,
  "cts_tree": "yes",
  "die_h_um": 89.6,
  "clockRootBuffer": "sky130_fd_sc_hd__clkbuf_8",
  "fin_setup_tns_ps": 0,
  "synth-adder-area-share_pct": 6.63,
  "worst_clock_skew_ps": 10.2,
  "cts-buffers-inserted": 5,
  "finalWirelength_mm": 3.38,
  "mappedNetlistArea_um2": 2300,
  "vias": 1529,
  "grt_antenna_before_repair": 0,
  "post-route-period-util_pct": 95.8,
  "synth.area.mux_share_pct": 0.435,
  "globalRouteOverflowTotal": 0,
  "maxSlewHeadroom_pct": 60.6,
  "layout-drive-gt1-share_pct": 13.7,
  "drc": 0,
  "area.growth.synth_to_final_pct": 20.3,
  "routed_wire_length_per_instance_um": 9.55,
  "place_ws_ps": 318,
  "finalCriticalPeriod_ps": 3540,
  "syn_avg_cell_area_um2": 10.1,
  "nFillCells": 689,
  "clock.latency.late_pin_ps": 300,
  "layout.core_utilization_pct": 37.8,
  "detailed_place_hpwl_mm": 2.55,
  "hp-class": "reg2reg",
  "layout_top_cells_excl_fill_tap": "sky130_fd_sc_hd__dfxtp_1 (42), sky130_fd_sc_hd__nand2_1 (21), sky130_fd_sc_hd__clkdlybuf4s50_1 (21), sky130_fd_sc_hd__xnor2_1 (20), sky130_fd_sc_hd__nor2_1 (15)",
  "grtUsageTotal_pct": 9.53,
  "floorplanUtilization_pct": 31.4,
  "cts_htree_levels": 2,
  "fin_total_pwr_uw": 1130,
  "clock_sink_count": 51,
  "yosys-stat-area_um2": 2300,
  "final_area_um2": 2770,
  "buffer_levels_on_the_longest_clock_path": 2,
  "num_antenna_cells": 0,
  "hold_buffers": 0,
  "synthesis.instances": 227,
  "synth_compound_gate_area_share_pct": 8.59,
  "startpoint_type": "flip-flop",
  "detailedRoute.firstIterationViolations": 55,
  "arrival_ps": 2800,
  "power.density_cell_area_nw_per_um2": 407,
  "final-max-slew-violation-count": 0,
  "max_cap_viol_count": 0,
  "synth_top_flop_cell": "sky130_fd_sc_hd__dfxtp_1",
  "crit_fanout": 5,
  "warning_count": 27,
  "xor_share_pct": 12.2,
  "maximum_number_of_pins_on_one_net_before_global_route_repair": 17,
  "cts.reportedPaths.clkPinSlew_ps": 90,
  "numSynthFlops": 51,
  "run_status": "complete, no violations",
  "drt.antenna.violating_nets": 0,
  "layout_top_cell_excl_fill_tap": "sky130_fd_sc_hd__dfxtp_1",
  "design.die.area_um2": 8030,
  "coreArea_um2": 7330,
  "hold_violations": 0,
  "netlist-cell-type-count": 53,
  "finalSetupViolCount": 0,
  "synth.yosys.warnings": 2,
  "seq_area_frac_synth_pct": 48.3
}
sequential cells by signal (all words and copies together), names as in the netlist, named ones only:
signal   flops
code         6
e            1
rs           1
count       27
b            1
C            1
B            4
rw           1
a            1
A            4
d            1
c            1
refresh      1
synthesized netlist by cell type (3+ instances only):
cell,instances,area (um2)
sky130_fd_sc_hd__buf_2,3,15.0
sky130_fd_sc_hd__nand2_1,21,78.8
sky130_fd_sc_hd__nand3_1,10,50.1
sky130_fd_sc_hd__ha_1,9,113
sky130_fd_sc_hd__inv_1,13,48.8
sky130_fd_sc_hd__clkbuf_1,3,11.3
sky130_fd_sc_hd__edfxtp_1,9,270
sky130_fd_sc_hd__xor2_1,12,105
sky130_fd_sc_hd__nor2_1,16,60.1
sky130_fd_sc_hd__o21ai_0,7,35.0
sky130_fd_sc_hd__dfxtp_1,42,841
sky130_fd_sc_hd__o21ai_1,3,15.0
sky130_fd_sc_hd__xnor2_1,20,175
sky130_fd_sc_hd__a21oi_1,7,35.0
sky130_fd_sc_hd__nor3_1,5,25.0
through the flow:
step	hold slack, ps	cells
floorplan	310	227
global placement	311	341
finish	332	354
CTS	335	351
detailed placement	312	341
global route	341	354
critical path, stage by stage, from the launching register on:
cell and delay, ps:
sky130_fd_sc_hd__edfxtp_1 440, sky130_fd_sc_hd__inv_2 90, sky130_fd_sc_hd__ha_1 220, sky130_fd_sc_hd__nand2_1 80
sky130_fd_sc_hd__o21ai_2 70, sky130_fd_sc_hd__fa_1 540, sky130_fd_sc_hd__o21ai_2 100, sky130_fd_sc_hd__or2_1 250
sky130_fd_sc_hd__nor4_2 240, sky130_fd_sc_hd__clkdlybuf4s50_1 490
path summary, 6_finish.rpt:
path	slack, ps	cells past startpoint	to	startpoint
worst max-delay path	160	9	zero_led	B[1]$_DFFE_PP_
worst min-delay path	330	0	rs$_DFF_P_	code[5]$_DFF_P_
worst max register to register	1150	13	code[0]$_DFF_P_	B[1]$_DFFE_PP_
worst min register to register	330	0	rs$_DFF_P_	code[5]$_DFF_P_
per-layer routing:
layer | vias up | GRT usage [%] | part of all wire (%)
met5 | - | 0 | 0
met4 | 0 | 1.15 | 1.7
met3 | 6 | 2.22 | 4.6
met2 | 31 | 14.5 | 43
met1 | 672 | 14.7 | 51
li1 | 820 | - | -
cells by family (layout without fill, tap and decap cells):
family          count (synthesis)  in the layout
fa+ha+maj                      12             12
other cells                     1              1
mux                             1              1
buf+inv                        22             50
flops                          51             51
compound gates                 31             31
simple gates                   77             77
xor+xnor                       32             32
power by group:
part / internal, uW / switching (uW) / total, uW
Clock: 153 / 169 / 322
Combinational: 119 / 101 / 220
Sequential: 577 / 8.11 / 585
Total: 849 / 278 / 1130
repair_timing:
| item | in CTS | in global routing |
|---|---|---|
| pin swaps | 0 | 2 |
| setup buffers | 2 | 3 |
| resized | 1 | 7 |
| endpoints found under the setup margin | 1 | 2 |
layout make-up:
type                       count  area (um2)  area share [%]
clock inverter                 2        15.0           0.542
tap                           99         124            4.47
multi-input combinational    154        1120            40.5
inverter                      14        52.6            1.90
sequential                    51        1110            40.1
clock buffer                   6        82.6            2.98
timing repair buffer          28         263            9.49
Power figures rest on the tool's default switching activity, not on a simulated workload.

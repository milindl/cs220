## ./design.v

```verilog
`timescale 1ns / 1ps
module alu4 (
	    input wire [1:0]  ALUctl,
	    input wire [3:0]  A,B,
	    output wire [3:0] ALUOut,
	    output wire       ZF,
	    output wire       CF,
	    output 	      SF
);
   reg [4:0] 		      actualOut;
   assign ALUOut = actualOut;
   assign ZF = ($signed(actualOut)==0);
   assign CF = ($signed(actualOut) > 7 || $signed(actualOut) < -8);
   assign SF = ($signed(actualOut) < 0);
   always @(ALUctl, A, B)  
     case (ALUctl)
       0: actualOut <= A & B;
       1: actualOut <= A | B;
       2: actualOut <= $signed(A) + $signed(B);
       3: actualOut <= $signed(A) - $signed(B);
       default: actualOut <= 0;
     endcase
endmodule
`timescale 1ns / 10ps
module regfile (
	input wire clk, w_enable,
	input wire [3:0] rr1, rr2,
	input wire [3:0] wr, wdata,
	output reg [3:0] out1, out2
);
	reg [3:0] r0;
	reg [3:0] r1;
	reg [3:0] r2;
	reg [3:0] r3;
	reg [3:0] r4;
	reg [3:0] r5;
	reg [3:0] r6;
	reg [3:0] r7;
	reg [3:0] r8;
	reg [3:0] r9;
	reg [3:0] r10;
	reg [3:0] r11;
	reg [3:0] r12;
	reg [3:0] r13;
	reg [3:0] r14;
	reg [3:0] r15;
	always @(posedge clk)
	begin
		case(rr1)
		0: out1 = r0;
		1: out1 = r1;
		2: out1 = r2;
		3: out1 = r3;
		4: out1 = r4;
		5: out1 = r5;
		6: out1 = r6;
		7: out1 = r7;
		8: out1 = r8;
		9: out1 = r9;
		10: out1 = r10;
		11: out1 = r11;
		12: out1 = r12;
		13: out1 = r13;
		14: out1 = r14;
		15: out1 = r15;
		default: out1 = r0;
		endcase
		case(rr2)
		0: out2 = r0;
		1: out2 = r1;
		2: out2 = r2;
		3: out2 = r3;
		4: out2 = r4;
		5: out2 = r5;
		6: out2 = r6;
		7: out2 = r7;
		8: out2 = r8;
		9: out2 = r9;
		10: out2 = r10;
		11: out2 = r11;
		12: out2 = r12;
		13: out2 = r13;
		14: out2 = r14;
		15: out2 = r15;
		default: out2 = r0;
		endcase
		if (w_enable == 1)
		begin
			case(wr)
			0: r0 = wdata;
			1: r1 = wdata;
			2: r2 = wdata;
			3: r3 = wdata;
			4: r4 = wdata;
			5: r5 = wdata;
			6: r6 = wdata;
			7: r7 = wdata;
			8: r8 = wdata;
			9: r9 = wdata;
			10: r10 = wdata;
			11: r11 = wdata;
			12: r12 = wdata;
			13: r13 = wdata;
			14: r14 = wdata;
			15: r15 = wdata;
			default: r0 = wdata;
			endcase
		end
	end
endmodule
`timescale 1ns/10ps
module processor(input wire [2:0] opcode,
		 input wire [3:0] inp1, inp2,
		 input wire clk,
		 input wire reg_w_enable,
		 output wire SF, ZF, CF,
		 output wire [3:0] result,
		 output wire invalid_op
		 );
   wire [3:0] 		     out1, out2;
   assign invalid_op = (opcode != 3'b100) &&
		       (opcode != 3'b000) &&
		       (opcode != 3'b001) &&
		       (opcode != 3'b010) &&
		       (opcode != 3'b011);
   assign w_enable = !invalid_op && opcode[2] && reg_w_enable;
   regfile my_reg(.clk(clk), .w_enable(w_enable),
		  .rr1(inp1), .rr2(inp2),
		  .wr(inp1), .wdata(inp2),
		  .out1(out1), .out2(out2)
		  );
   alu4 my_alu(.ALUctl(opcode[1:0]),
	       .A(out1), .B(out2),
	       .ZF(ZF), .CF(CF), .SF(SF),
	       .ALUOut(result)
	       );
endmodule
`timescale 1ns/10ps
module processor_wrapper (
			  output reg 	   sf_e, e, rs, rw, d, c, b, a,
			  input 	   pb1, pb2, pb3, pb4, clk,
			  input wire [3:0] sw,
			  output wire 	   SF, CF, ZF, invalid_op
			  );
   reg [26:0] 				   count;
   reg [5:0] 				   code;
   reg 					   refresh;
   reg [3:0] 				   inp1 = 4'b0000;
   reg [3:0] 				   inp2 = 4'b0000;
   reg [2:0] 				   opcode = 3'b111;
   wire 				   sign, zero, carry;
   wire [3:0] 				   result;
	wire [3:0]              r2;
   assign SF = sign;
   assign ZF = zero;
   assign CF = carry;
	assign r2 = sign == 1 ? ~result + 1 : result[2:0];
   processor uut(.opcode(opcode),
		 .inp1(inp1), .inp2(inp2),
		 .clk(clk), .reg_w_enable(pb4),
		 .SF(sign), .ZF(zero), .CF(carry),
		 .result(result),
		 .invalid_op(invalid_op));
   always@(posedge clk) begin
      if (pb1 == 1)
        inp1 = sw;
      if (pb2 == 1)
	inp2 = sw;
      if (pb3 == 1)
	opcode = sw[2:0];
      count <= count + 1;
      case (count [26:21])  
	0: code <= 6'h03;  
	1: code <= 6'h03;  
	2: code <= 6'h03;  
	3: code <= 6'h02;  
	4: code <= 6'h02;  
	5: code <= 6'h08;  
	6: code <= 6'h00;  
	7: code <= 6'h06;  
	8: code <= 6'h00;  
	9: code <= 6'h0C;  
	10: code <= 6'h00;  
	11: code <= 6'h01;  
	12:
	  begin
	     if (opcode == 3'b010 || opcode == 3'b011)
	       begin
		  case (r2)
		    0: code <= 6'b100011;
		    1: code <= 6'b100011;
		    2: code <= 6'b100011;
		    3: code <= 6'b100011;
		    4: code <= 6'b100011;
		    5: code <= 6'b100011;
		    6: code <= 6'b100011;
		    7: code <= 6'b100011;
		    8: code <= 6'b100011;
		    9: code <= 6'b100011;
		    10:code <= 6'b100100;
		    11:code <= 6'b100100;
		    12:code <= 6'b100100;
		    13:code <= 6'b100100;
		    14:code <= 6'b100100;
		    default: code <= 6'b100100;
		  endcase
	       end
	     else
	       begin
		  case (result)
		    0: code <= 6'b100011;
		    1: code <= 6'b100011;
		    2: code <= 6'b100011;
		    3: code <= 6'b100011;
		    4: code <= 6'b100011;
		    5: code <= 6'b100011;
		    6: code <= 6'b100011;
		    7: code <= 6'b100011;
		    8: code <= 6'b100011;
		    9: code <= 6'b100011;
		    10:code <= 6'b100100;
		    11:code <= 6'b100100;
		    12:code <= 6'b100100;
		    13:code <= 6'b100100;
		    14:code <= 6'b100100;
		    default: code <= 6'b100100;
		  endcase
	       end
	  end
	13:
	  begin
	     if (opcode == 3'b010 || opcode == 3'b011)
	       begin
		  case (r2)
		    0: code <= 6'b100000;
		    1: code <= 6'b100001;
		    2: code <= 6'b100010;
		    3: code <= 6'b100011;
		    4: code <= 6'b100100;
		    5: code <= 6'b100101;
		    6: code <= 6'b100110;
		    7: code <= 6'b100111;
		    8: code <= 6'b101000;
		    9: code <= 6'b101001;
		    10:code <= 6'b100001;
		    11:code <= 6'b100010;
		    12:code <= 6'b100011;
		    13:code <= 6'b100100;
		    14:code <= 6'b100101;
		    default: code <= 6'b100110;
		  endcase
	       end
	     else
	       begin
		  case (result)
		    0: code <= 6'b100000;
		    1: code <= 6'b100001;
		    2: code <= 6'b100010;
		    3: code <= 6'b100011;
		    4: code <= 6'b100100;
		    5: code <= 6'b100101;
		    6: code <= 6'b100110;
		    7: code <= 6'b100111;
		    8: code <= 6'b101000;
		    9: code <= 6'b101001;
		    10:code <= 6'b100001;
		    11:code <= 6'b100010;
		    12:code <= 6'b100011;
		    13:code <= 6'b100100;
		    14:code <= 6'b100101;
		    default: code <= 6'b100110;
		  endcase
	       end
	  end
	14: code <= 6'h21;  
	default: code <= 6'h10;  
      endcase
      refresh <= count[ 20 ];  
      sf_e <= 1; e <= refresh;
      rs <= code[5]; rw <= code[4];
      d <= code[3]; c <= code[2];
      b <= code[1]; a <= code[0];
   end
endmodule
```

## ./run.sh

```bash
#!/bin/bash
# OpenROAD 26Q1-2900-gdf79404cd8, Yosys 0.63+post, stock flow scripts
make -C /OpenROAD-flow-scripts/flow DESIGN_CONFIG=/design/flow/config.mk WORK_HOME=/design/flow/orfs finish
```

## ./config.mk

```make
export PLATFORM = sky130hd
export DESIGN_NAME = processor_wrapper
export DESIGN_NICKNAME = processor_wrapper
export VERILOG_FILES = /design/flow/design.v
export SDC_FILE = /design/flow/constraint.sdc
export NUM_CORES = 4
export LEC_CHECK = 1
export CORE_UTILIZATION = 50
```

## ./constraint.sdc

```tcl
current_design processor_wrapper

set clk_period 5.1
set clk_io_pct 0.2

create_clock -name clk0 -period $clk_period [get_ports {clk}]

set non_clock_inputs [all_inputs -no_clocks]
set_input_delay [expr $clk_period * $clk_io_pct] -clock clk0 $non_clock_inputs
set_output_delay [expr $clk_period * $clk_io_pct] -clock clk0 [all_outputs]
```

==> impl_metrics.csv <==
group,metric,value,unit
finish,final_area,7010,um2
clocking,post_cts_buffers,0,
floorplan,dieArea,12700,um2
yosys,postSynthCellCount,572,
min_path,min_from,"code[1]",
placement,gp_congestion,0.924,
critical_path,crit_start,"opcode[0]",
final_timing,slew_headroom,37.7,%
finish,regMostFlops,"count",
grt,grt_max_degree,42,
final_timing,tightest_slew,928,ps
yosys,yosysUniqueCellTypes,66,
yosys,yosysCellCount,572,
floorplan,die_x,113,um
critical_path,crit_arrival,3580,ps
finish,final_cells,749,
floorplan,core_area,12000,um2
route,avgRoutedWirePerCell,18.6,um
finish,area_delta_synth_final,14.7,%
placement,dp.cells,718,
placement,placed_cell_area,6430,um2
grt,grt_pass1_wl,22500,um
final_timing,setup_viol,0,
clocking,path_clk_slew,50,ps
min_path,hold_class,"reg -> reg",
clocking,cts_buffers,17,
final_timing,finalHoldViolCount,0,
clocking,ctsResizeCount,0,
finish,post-route-util,58.6,%
floorplan,rows,40,
yosys,yosysTopAreaCell,"edfxtp_1",
clocking,htree_levels,4,
route,dr_total_vias,4422,
flow_run,maxCapViolCount,0,
grt,grt-ovfl-total,0,
placement,detailed_place_hpwl,9650,um
flow_run,warnings,29,
finish,largest_reg_flops,27,
yosys,netlist_top_cells_area,"edfxtp_1 (35%), dfxtp_1 (17%), mux2i_1 (3.4%), xnor2_1 (3.4%), nor2_1 (3.2%)",
route,drt_iter0_drc,489,
run_status,outcome,"finished, final reports clean",
clocking,cts_root_buffer,"clkbuf_16",
route,drc,0,
placement,post-place-ws,941,ps
final_timing,rsz0062_at_grt,"false",
final_timing,clock.fmax,218,MHz
clocking,holdBufCountCts,0,
finish,lay_top_count,"edfxtp_1",
yosys,yosys_area,6110,um2
finish,drive_above_1_share,10.8,%
critical_path,crit_fanout,14,
final_timing,drv_slew,0,
clocking,tritoncts,"done",
floorplan,initCoreUtil,51.1,%
critical_path,crit_required,4080,ps
route,vias_per_cell,5.90,
final_timing,setup_slack,504,ps
route,num_antenna_cells,0,
yosys,syn_area_per_cell,10.7,um2
power_and_ir_drop,leakage,2.57,nW
grt,grt_usage,24.8,%
clocking,clk-insertion-delay-late,410,ps
grt,grt_pass1_vias,4223,
yosys,edf_count,72,
final_timing,tns,0,ps
critical_path,path_class,"reg -> out",
final_timing,clock_skew,4.14,ps
grt,antenna_found_initial,0,
floorplan,ios,21,
critical_path,reg2reg_from,"opcode[0]",
yosys,ys_seq_share,52.4,%
power_and_ir_drop,p_per_area,409,nW/um2
yosys,syn_area,6110,um2
floorplan,die_h,113,um
finish,mostFrequentLayoutCells,"edfxtp_1 (72), nor2_1 (52), dfxtp_1 (52)",
critical_path,critPathLaunchType,"flip-flop",
route,drtAntennaViolNets,0,
clocking,clock-sinks,124,
yosys,yosys.area.top_type_share,35.4,%
finish,reg.largest.list,"count x27, code x6",
clocking,clockBufferDepth,2,
route,dr.pass1.iters,5,
yosys,synthArstFlopShare,0,%
yosys,yosys_warnings,4,
power_and_ir_drop,peakVddDrop,0.263,mV
yosys,ys_seq_elements,124,
final_timing,fin_crit_sh,90.1,%
yosys,ff_type,"edfxtp_1",
route,routed_wl,13900,um
critical_path,critPathCaptureType,"output pin",
placement,io_buffers,19,
min_path,hold_depth,0,
critical_path,rr_worst_depth,15,
final_timing,period_needed,4600,ps
-- worst max-delay path: stages, from the launching register on --
cell             delay, ps
dfxtp_1                590
nand2_1                160
nand2_1                 90
o21ai_0                150
fa_1                   480
nand2b_1               170
a21oi_2                170
xor2_2                 250
mux2i_4                420
a211oi_1                80
a21oi_1                130
clkdlybuf4s50_1        470
-- power breakdown --
group          switching [mW]  internal [mW]
clock                   0.396          0.742
sequential             0.0187           1.09
combinational           0.363          0.263
total                   0.777           2.09
-- per-stage QoR --
stage	power, mW	hold WS (ps)
floorplan	1.60	310
global placement	1.74	311
detailed placement	1.75	315
CTS	2.89	327
global route	3.00	328
finish	2.87	324
-- cells in the mapped netlist, drive strengths merged, types with 6 or more instances --
cell    instances
xnor2          24
a21oi          29
nand3          23
nor3           11
xor2           12
mux2           11
a31oi          12
nor2b          10
edfxtp         72
inv            19
clkbuf         22
ha             13
nand2          50
a221oi          8
dfxtp          52
o21ai          21
buf             7
mux2i          22
nor3b           6
a22oi           8
and3           10
nand2b         11
nor2           53
o22ai           6
-- per-layer routing --
layer	global-route usage, %	up-vias	part of all wire, %
met5	0	-	0
met4	6.67	0	3.2
met3	6.99	38	7.0
met2	34.9	152	44
met1	40.5	2093	45
li1	-	2139	-
-- cell type report --
class,count,area (um2)
fill,985,4950
sequential,124,3200
multi-input combinational,400,2720
clock buffer,27,557
timing repair buffer,28,258
tap,147,184
inverter,19,71.3
clock inverter,4,22.5
-- path summary, 6_finish.rpt --
| check | slack (ps) | endpoint |
|---|---|---|
| worst max register to register | 1200 | code[1] |
| worst min-delay path | 320 | b |
| worst max-delay path | 500 | CF |
| worst min register to register | 320 | b |
-- cells by family after synthesis --
| kind of cell | share of synthesized area, % |
|---|---|
| flops | 52.4 |
| mux | 6.20 |
| fa+ha+maj | 2.99 |
| buf+inv | 3.21 |
| xor+xnor | 5.40 |
| simple gates | 15.7 |
| other cells | 0.0613 |
| compound gates | 14.1 |
No activity file was given, so power comes from the tool's default toggle rates.

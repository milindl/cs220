## run.sh

```bash
#!/bin/bash
# OpenROAD 26Q1-2900-gdf79404cd8, Yosys 0.63+post, stock flow scripts
make -C /OpenROAD-flow-scripts/flow DESIGN_CONFIG=/design/flow/config.mk WORK_HOME=/design/flow/orfs finish
```

## config.mk

```make
export PLATFORM = sky130hd
export DESIGN_NAME = regfile_wrapper
export DESIGN_NICKNAME = regfile_wrapper
export VERILOG_FILES = /design/flow/design.v
export SDC_FILE = /design/flow/constraint.sdc
export NUM_CORES = 4
export LEC_CHECK = 1
export CORE_UTILIZATION = 50
```

## constraint.sdc

```tcl
current_design regfile_wrapper

set clk_period 3.1
set clk_io_pct 0.2

create_clock -name clk0 -period $clk_period [get_ports {clk}]

set non_clock_inputs [all_inputs -no_clocks]
set_input_delay [expr $clk_period * $clk_io_pct] -clock clk0 $non_clock_inputs
set_output_delay [expr $clk_period * $clk_io_pct] -clock clk0 [all_outputs]
```

## design.v

```verilog
`timescale 1ns / 10ps
module regfile (
	input wire clk, w_enable,
	input wire [3:0] rr1, rr2,
	input wire [3:0] wr, wdata,
	output reg [3:0] out1, out2
);
	reg [3:0] r0;
	reg [3:0] r1;
	reg [3:0] r2;
	reg [3:0] r3;
	reg [3:0] r4;
	reg [3:0] r5;
	reg [3:0] r6;
	reg [3:0] r7;
	reg [3:0] r8;
	reg [3:0] r9;
	reg [3:0] r10;
	reg [3:0] r11;
	reg [3:0] r12;
	reg [3:0] r13;
	reg [3:0] r14;
	reg [3:0] r15;
	always @(posedge clk)
	begin
		case(rr1)
		0: out1 = r0;
		1: out1 = r1;
		2: out1 = r2;
		3: out1 = r3;
		4: out1 = r4;
		5: out1 = r5;
		6: out1 = r6;
		7: out1 = r7;
		8: out1 = r8;
		9: out1 = r9;
		10: out1 = r10;
		11: out1 = r11;
		12: out1 = r12;
		13: out1 = r13;
		14: out1 = r14;
		15: out1 = r15;
		default: out1 = r0;
		endcase
		case(rr2)
		0: out2 = r0;
		1: out2 = r1;
		2: out2 = r2;
		3: out2 = r3;
		4: out2 = r4;
		5: out2 = r5;
		6: out2 = r6;
		7: out2 = r7;
		8: out2 = r8;
		9: out2 = r9;
		10: out2 = r10;
		11: out2 = r11;
		12: out2 = r12;
		13: out2 = r13;
		14: out2 = r14;
		15: out2 = r15;
		default: out2 = r0;
		endcase
		if (w_enable == 1)
		begin
			case(wr)
			0: r0 = wdata;
			1: r1 = wdata;
			2: r2 = wdata;
			3: r3 = wdata;
			4: r4 = wdata;
			5: r5 = wdata;
			6: r6 = wdata;
			7: r7 = wdata;
			8: r8 = wdata;
			9: r9 = wdata;
			10: r10 = wdata;
			11: r11 = wdata;
			12: r12 = wdata;
			13: r13 = wdata;
			14: r14 = wdata;
			15: r15 = wdata;
			default: r0 = wdata;
			endcase
		end
	end
endmodule
`timescale 1ns/10ps
module regfile_wrapper (
		input 	       pb1, pb2, pb3, pb4, pb5, clk,
		input wire [3:0]  sw,
		output wire [3:0] out1, out2
		);
wire [3:0] 			       result1, result2;
assign out1 = result1;
assign out2 = result2;
reg [3:0] 			       rr1 = 4'b0000;
reg [3:0] 			       rr2 = 4'b0000;
reg [3:0] 			       wr = 4'b0000;
reg [3:0] 			       wdata = 4'b0000;
regfile a_unit(clk, pb5, rr1, rr2, wr, wdata, result1, result2);
always@(posedge clk) begin
	if (pb1 == 1)
		rr1 = sw;
	if (pb2 == 1)
		rr2 = sw;
	if (pb3 == 1)
		wr = sw;
	if (pb4 == 1)
		wdata = sw;
end  
endmodule
```

==> run summary <==
Status of the implementation.

- The total CTS buffers is 9, for reference.
- In the final timing run, aggregate negative setup slack is 0 ps.
- In this run, the number of DRC markers left after iteration 0 of detailed routing was 371.
- The detailed-router iteration count before antenna repair is 5, for reference.
- The number of max-capacitance violations reported is 0, for reference.
- By count the netlist is led by edfxtp_1, nor2_1, nand2_1.
- The initial antenna violation count came to 0.
- The core area is 7810 um2, for reference.
- The post-layout minimum cycle time is 2250 ps, for reference.
- The synthesized netlist has a Yosys-reported chip area of 4060 um2.
- The post-synthesis average cell area is 12.4 um2, for reference.
- The highest ir drop seen on vdd is 0.000318 V, for reference.
- Of all flip-flops after synthesis, the portion carrying an async set or reset was 0%.
- The synth_stat.txt file lists the number of cells as 328.
- The largest area contributor in the synthesized netlist is edfxtp_1, for reference.
- Per the final timing report, the hold violations number 0.
- Per the detail_route report, routed wire per instance is 23.8 um.
- In the synthesized netlist, the number of instances is 328.
- The worst setup path category is flip-flop to flip-flop, for reference.
- The fmax is 444 MHz, for reference.
- Looking at the post-CTS report, the setup buffer insertion count equals 0.
- The tally of unique sky130hd cells used after synthesis is 48, for reference.
- The row count is 32, for reference.
- The routed layout has 2901 vias.
- The endpoint type of the worst setup path is a flip-flop, for reference.
- The clock root buffer master is clkbuf_8, for reference.
- In the floorplan report the effective utilization is 52.0%.
- The largest fanout on the critical path is 14, for reference.
- The report lists the number of cells resized after CTS as 0.
- Per the detail_route report, vias per standard cell equal 6.42.
- For this design the ratio of total power to cell area is 572 nW/um2.
- The synthesis-to-layout area growth is 11.6%, for reference.
- The congestion estimate from routability-driven global placement came to 0.990.
- The flow ran to the end, and the final reports show no timing, DRC or antenna violations.
- The most used flip-flop cell is edfxtp_1, for reference.
- The post-place instance area is 4310 um2, for reference.
- At the later pin of the worst-skew pair, clock insertion delay measures 360 ps.
- The post-route fraction of the period consumed by the critical path is 72.6%, for reference.
- The routed layout reports a DRC error count of 0.
- The area of the chip is 8480 um2, for reference.
- Cell internal power was estimated by the tool at 1.95 mW.
- The main area contributors are edfxtp_1, dfxtp_1, nor2_1.
- The total leakage power is 1.50 nW, for reference.
- The quantity of I/O buffers inserted on ports is 17, for reference.
- The total setup violations reported at the end of the flow is 0, for reference.
- The tightest hold path in the finished design has a slack of 583 ps.
- The cts-stage hold buffer count is 0, for reference.
- Setup repair after global routing left no endpoint under its margin.
- The first-pass GRT wire length is 16.3 mm, for reference.
- The switching power summed over all nets is 0.647 mW, for reference.
- Between clock sinks in the finished design, the worst skew comes to 13.9 ps.
- The fraction of synthesized cell area taken by the top area cell type is 59.2%, for reference.
- The via count of the first global-routing pass is 2832, for reference.
- The global routing report lists combined usage of all routing layers as 29.0%.
- The relative contribution of the clock network to total power is 34.5%, for reference.
- Once detailed placement completed, the half-perimeter wirelength came to 7.83 mm.
- The actual transition at the worst max-transition pin is 896 ps, for reference.
- Entering global routing, the biggest net connects 24 pins.
- The global route stage reports its total congestion overflow as 0.
- The number of buffers on the longest clock path is 2, for reference.
- The path class of the tightest hold or removal check is flip-flop to flip-flop.
- The worst slew margin relative to its limit is 40.3%, for reference.
- TritonCTS built the clock tree.
- The detailed router reported a total wirelength of 10.7 mm.
- The cell area that synthesis handed to floorplanning was 4060 um2.
- The fraction of final layout cells sized beyond drive strength 1 is 9.43%, for reference.
- The sequential fraction of design power is 55.1%, for reference.
- Looking at the worst setup and hold paths, the clock pins of their registers show a slew of 90 ps.
- The share of the Yosys chip area taken by registers is 63.1%.
- The boundary pin count is 18, for reference.
- The switching portion of total power is 24.9%, for reference.
- The repair_antennas step left the layout with diodes totalling 0.
- The synthesized design contains 88 register bits.
- For this run, the number of Yosys warnings is 2.
- The width of the die is 92.1 um, for reference.
- Summing over the stages, the warning tally comes to 25.
- The final max-slew violation count recorded for this run is 0.
- The height of the die is 92.1 um, for reference.
- The required arrival time at the worst endpoint is 3350 ps, for reference.
- STA classifies the critical path startpoint as a flip-flop.
- The post-route standard cell area excluding fillers is 4530 um2, for reference.
- The number of sinks handled by clock tree synthesis is 88, for reference.
- In this run the remaining antenna-violating nets after routing total 0.
- STA puts the critical path data arrival time at 2500 ps.
- The number of enable-type register cells in the synthesized netlist is 80, for reference.
- Combinational cells account for 10.4% of the total power.
- The most frequent cell after synthesis is edfxtp_1, for reference.
- In this run the number of H-tree levels came out at 3.
-- area by class of cell --
cell class	instances	area [um2]
multi-input cells	218	1380
clock buffers	9	124
flip-flops and latches	88	2560
inverters	3	11.3
well taps	102	128
repair buffers	25	230
clock inverters	7	101
fillers	635	3270
-- stage by stage --
stage / instances / utilization, % / total power, mW / setup WS (ps)
after floorplan: 328 / - / 1.59 / 1300
after global placement: 436 / 55.2 / 1.72 / 684
after detailed placement: 436 / 55.2 / 1.72 / 619
after CTS: 452 / 58.1 / 2.60 / 901
after global routing: 452 / 58.1 / 2.68 / 752
final: 452 / 58.1 / 2.59 / 850
-- power groups by stage --
| stage | Combinational [mW] | Sequential, mW | Clock, mW |
|---|---|---|---|
| CTS | 0.266 | 1.43 | 0.907 |
| global route | 0.294 | 1.44 | 0.949 |
| finish | 0.269 | 1.43 | 0.894 |
-- placed cells by master, fill, tap and decap left out, types with 6 or more instances in the layout --
cell type,n
mux2_2,6
mux2i_1,13
a31oi_1,8
a22oi_1,12
a21oi_1,13
nand3b_1,9
a32oi_1,7
nor2_1,35
clkbuf_8,9
nand2b_1,8
nand3_1,14
nor2b_1,11
o21ai_0,14
clkdlybuf4s50_1,17
buf_4,8
edfxtp_1,80
dfxtp_1,8
nand2_1,17
-- critical path, stage by stage (launching register included) --
cell and delay (ps):
edfxtp_1 660, buf_4 290, nor2b_1 150, a22oi_1 280, o221ai_1 170, a211o_1 240, o32a_1 340
-- routing by layer --
layer | vias to the layer above | track usage [%] | wire length (um)
li1 | 1317 | - | -
met1 | 1357 | 47.7 | 4430
met2 | 195 | 38.4 | 4630
met3 | 32 | 12.9 | 1270
met4 | 0 | 8.46 | 412
met5 | - | 0 | 0
-- state kept, by name, indices dropped and copies added, names as in the netlist --
register,flops
a_unit.out1,4
a_unit.out2,4
a_unit.r0,4
a_unit.r10,4
a_unit.r11,4
a_unit.r12,4
a_unit.r13,4
a_unit.r14,4
a_unit.r15,4
a_unit.r1,4
a_unit.r2,4
a_unit.r3,4
a_unit.r4,4
a_unit.r5,4
a_unit.r6,4
a_unit.r7,4
a_unit.r8,4
a_unit.r9,4
rr1,4
rr2,4
wdata,4
wr,4
-- cell families (layout without fill, tap and decap cells) --
logic type | after synthesis | count (layout) | share of synthesized area (%)
DFF | 88 | 88 | 63.1
buffers and inverters | 22 | 44 | 2.99
AOI/OAI and AO/OA | 85 | 85 | 14.7
muxes | 19 | 19 | 4.87
and+or+nand+nor | 114 | 114 | 14.3
-- final timing paths --
path | startpoint | end | slack [ps] | depth (start not counted)
worst min register to register | a_unit.r0[0] | a_unit.out1[0] | 580 | 1
worst max-delay path | rr1[3] | a_unit.out1[0] | 850 | 6
worst min-delay path | a_unit.r0[0] | a_unit.out1[0] | 580 | 1
worst max register to register | rr1[3] | a_unit.out1[0] | 850 | 6
Power is estimated from default activity; no workload was simulated.
